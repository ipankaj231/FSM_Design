[/design/flow/run.sh]
#!/bin/bash
# OpenROAD 26Q1-2900-gdf79404cd8, Yosys 0.63+post, stock flow scripts
make -C /OpenROAD-flow-scripts/flow DESIGN_CONFIG=/design/flow/config.mk WORK_HOME=/design/flow/orfs finish
[/design/flow/config.mk]
export PLATFORM = sky130hd
export DESIGN_NAME = Traffic_Light_Controller
export DESIGN_NICKNAME = Traffic_Light_Controller
export VERILOG_FILES = /design/flow/design.v
export SDC_FILE = /design/flow/constraint.sdc
export NUM_CORES = 4
export LEC_CHECK = 1
export CORE_AREA = 10 10 81 81
export DIE_AREA = 0 0 91 91
[/design/flow/constraint.sdc]
current_design Traffic_Light_Controller

set clk_period 2.2
set clk_io_pct 0.2

create_clock -name clk0 -period $clk_period [get_ports {clk}]

set non_clock_inputs [all_inputs -no_clocks]
set_input_delay [expr $clk_period * $clk_io_pct] -clock clk0 $non_clock_inputs
set_output_delay [expr $clk_period * $clk_io_pct] -clock clk0 [all_outputs]
[/design/flow/design.v]
`timescale 1ns / 1ps
module Traffic_Light_Controller(
     input clk, rst,
     output reg[2:0] light_M1, light_M2, light_MT, light_S
);
     reg[2:0]count;
     parameter S1=0, S2= 1, S3 =2, S4= 3, S5= 4, S6= 5;
     reg[2:0] ps;
     parameter T_mg =7, T_y=2, T_tg = 5, T_sg = 3;
     always@(posedge clk or posedge rst)
       begin
           if(rst==1)
             begin
                ps<=S1;
                count<=0;
             end
            else
              case(ps)
                S1: if(count<T_mg)
                     begin
                        ps<=S1;
                        count<=count+1;
                     end
                    else
                     begin
                        ps<=S2;
                        count<=0;
                     end
                S2: if(count<T_y)
                     begin
                        ps<=S2;
                        count<=count+1;
                     end
                    else
                     begin
                        ps<=S3;
                        count<= 0;
                     end
                S3: if(count<T_tg)
                     begin
                        ps<= S3;
                        count <= count+1;
                     end
                    else
                     begin
                        ps<= S4;
                        count<=0;
                     end
                S4: if(count< T_y)
                     begin
                        ps <= S4;
                        count <= count+1;
                     end
                    else
                     begin
                        ps <= S5;
                        count <= 0;
                     end
                S5: if(count < T_sg)
                     begin
                        ps <= S5;
                        count <= count +1;
                     end
                    else
                     begin
                        ps <= S6;
                        count <= 0;
                     end
                S6: if(count < T_y)
                     begin
                        ps <= S6;
                        count <= count + 1;
                     end
                    else
                     begin
                        ps <= S1;
                        count <= 0;
                     end
                default: ps <= S1;
              endcase
         end
     always@(ps)
        begin
           case(ps)
             S1:
             begin
                 light_M1 <= 3'b001;
                 light_M2 <= 3'b001;
                 light_MT <= 3'b100;
                 light_S <= 3'b100;
             end
             S2:
             begin
                 light_M1 <= 3'b001;
                 light_M2 <= 3'b010;
                 light_MT <= 3'b100;
                 light_S <= 3'b100;
             end
             S3:
             begin
                 light_M1 <= 3'b001;
                 light_M2 <= 3'b100;
                 light_MT <= 3'b001;
                 light_S <= 3'b100;
             end
             S4:
             begin
                 light_M1 <= 3'b010;
                 light_M2 <= 3'b100;
                 light_MT <= 3'b010;
                 light_S <= 3'b100;
             end
             S5:
             begin
                 light_M1 <= 3'b100;
                 light_M2 <= 3'b100;
                 light_MT <= 3'b100;
                 light_S <= 3'b001;
             end
             S6:
             begin
                 light_M1 <= 3'b100;
                 light_M2 <= 3'b100;
                 light_MT <= 3'b100;
                 light_S <= 3'b010;
             end
             default:
             begin
                 light_M1 <= 3'b00;
                 light_M2 <= 3'b000;
                 light_MT <= 3'b000;
                 light_S <= 3'b000;
             end
            endcase
        end
endmodule
==> results.sh <==
# yosys + openroad results
export IMPL_status="completed"
export IMPL_ys_types=31
export IMPL_overflow=0
export IMPL_dieArea_mm2=0.008281
export IMPL_clock_latency_late_pin_ns=0.23
export IMPL_route_met3_wl_um=121
export IMPL_final_layout_size_suffix_gt1_share_pct=20.78
export IMPL_wl_met2_um=498
export IMPL_ys_seq_share_pct=40.58
export IMPL_totalPowerFinal_mw=0.3607
export IMPL_drt_iter0_markers=52
export IMPL_fp_utilization_pct=11.58
export IMPL_syn_inst=67
export IMPL_fin_crit_sh_pct=96.98
export IMPL_wl_um=1346
export IMPL_yosysCellCount=67
export IMPL_max_freq_mhz=468.7
export IMPL_grt_pass1_wl_um=2346
export IMPL_dieHeight_um=91
export IMPL_grt_max_degree=13
export IMPL_hold_buffers=0
export IMPL_hold_class="in2async"
export IMPL_antenna_left=0
export IMPL_syn_avg_cell_area_um2=8.329
export IMPL_fillers=549
export IMPL_vias=488
export IMPL_crit_start="ps[1]"
export IMPL_maxSlewViolCount=0
export IMPL_netlist_area_um2=558.0
export IMPL_setup_viol=0
export IMPL_dr_max_layer_used="met4"
export IMPL_grtUsageTotal_pct=3.205
export IMPL_drc=0
export IMPL_dp_hpwl_um=996.2
export IMPL_routed_via_density=3.389
export IMPL_worstPathRequired_ns=1.76
export IMPL_logic_area_um2=272.8
export IMPL_cp_start_kind="register"
export IMPL_ys_warn_count=1
export IMPL_io_pins=14
export IMPL_cts_buffers=3
export IMPL_yosys_stat_area_um2=558.0
export IMPL_port_buffers=13
export IMPL_p_per_area_mw_per_mm2=452.5
export IMPL_clock_path_buffers=2
export IMPL_core_area_mm2=0.004817
export IMPL_drt_met1_wl_um=683
export IMPL_htree_levels=1
export IMPL_cp_max_fo=6
export IMPL_cts_tree="yes"
export IMPL_drt_first_pass_iters=3
export IMPL_cts_root_buf="clkbuf_8"
export IMPL_num_rows=25
export IMPL_peakVddDrop_mv=0.1812
export IMPL_rsz0062_at_grt="no"
export IMPL_first_global_vias=510
export IMPL_r2r_start="ps[2]"
export IMPL_antenna_cells=0
export IMPL_flop_area_um2=229.0
export IMPL_period_minus_slack_ns=2.134
export IMPL_p_leak_nw=0.3327
export IMPL_dieWidth_um=91
export IMPL_warnings=25
export IMPL_crit_type="reg2out"
export IMPL_post_drt_wl_per_cell_um=9.347
export IMPL_drv_cap=0
export IMPL_area_growth_pct=42.83
export IMPL_clock_sinks=9
export IMPL_routabilityCongestion=0.8581
export IMPL_relSlewSlack_pct=75.88
export IMPL_tightest_slew_ns=0.3614
export IMPL_cts_reportedPaths_clkPinSlew_ns=0.04
export IMPL_setup_tns_ns=0
export IMPL_synth_flops=9
export IMPL_crit_arrival_ns=1.69
export IMPL_fin_util_pct=16.55
export IMPL_finalHoldViolCount=0
export IMPL_fin_worst_skew_ns=0.002618
export IMPL_antenna_found_initial=0
export IMPL_worst_setup_path_end_kind="primary output"
==> where the power goes <==
part / switching (mW) / internal [mW]
registers: 0 / 0.166
logic: 0.00346 / 0.00166
clock network: 0.0632 / 0.126
total: 0.0667 / 0.294
==> sequential cells by signal, summed over array words and instances (netlist names) <==
name	flops
ps	6
count	3
==> worst paths after layout <==
kind	slack, ns	to	depth (start not counted)
min in group clk0	0.56	ps[4]	2
worst min-delay path	0.48	count[0]	2
worst max-delay path	0.07	light_MT[2]	3
worst max register to register	0.63	count[0]	4
max in group asynchronous	1.41	ps[0]	2
worst min register to register	0.56	ps[4]	2
==> final cells by class <==
cell class	count	area share [%]
Multi-Input combinational cell	44	34.22
Sequential cell	9	28.73
Timing Repair Buffer	15	18.52
Tap cell	67	10.52
Clock buffer	4	5.651
Inverter	5	2.355
==> cell usage after synthesis <==
cell type / number / area, um^2
or2_4: 1 / 8.760
nor2_1: 2 / 7.510
a21oi_1: 10 / 50.05
a21o_1: 1 / 7.510
o21ai_1: 1 / 5.000
or3_1: 1 / 6.260
dfrtp_1: 8 / 200.2
dfstp_2: 1 / 26.28
o21ai_0: 4 / 20.02
or3_2: 1 / 7.510
o211ai_1: 1 / 7.510
nor3b_1: 1 / 7.510
inv_1: 5 / 18.77
a31oi_1: 2 / 12.51
nand2b_1: 1 / 6.260
and3_1: 1 / 6.260
a22o_2: 1 / 10.01
o22ai_1: 1 / 6.260
dlygate4sd3_1: 1 / 10.01
or4_4: 1 / 11.26
a21oi_2: 1 / 8.760
nor3_1: 1 / 5.000
clkbuf_1: 8 / 30.03
or2b_1: 1 / 7.510
nand3_1: 1 / 5.000
nand2_1: 4 / 15.01
ha_1: 1 / 12.51
or2_2: 2 / 12.51
or4_2: 1 / 8.760
nand4b_1: 1 / 8.760
a22o_1: 1 / 8.760
==> placed cells by master (no fill, tap or decap), drive strengths merged <==
cell           count
clkdlybuf4s50     12
a21oi             11
dfrtp              8
inv                5
o21ai              5
nand2              4
clkbuf             4
or2                3
nor2               2
a31oi              2
buf                2
or3                2
or4                2
a22o               2
nand3              1
nor3               1
or2b               1
nand2b             1
nor3b              1
nand4b             1
a21o               1
o211ai             1
and3               1
o22ai              1
ha                 1
dlymetal6s2s       1
dfstp              1
==> metrics by stage <==
step / std cells / area [um^2] / hold slack, ns / setup WS [ns]
3_5_place_dp: 139 / 739.5 / 0.5850 / 0.2586
6_report: 144 / 797.0 / 0.4845 / 0.06642
3_3_place_gp: 139 / 739.5 / 0.5773 / 0.2613
2_1_floorplan: 67 / 558.0 / 0.2672 / 0.7052
5_1_grt: 144 / 797.0 / 0.5110 / 0.004895
4_1_cts: 143 / 784.5 / 0.4888 / 0.005043
==> cells by family (layout without fill, tap and decap cells) <==
family	count (synthesis)	in the layout	share of synthesized area, %
buffers and inverters	14	24	10.54
AND-OR/OR-AND	23	23	24.44
AND/OR/NAND/NOR	20	20	22.20
adder cells (fa/ha/maj)	1	1	2.242
flip-flops	9	9	40.58
==> what timing repair did <==
action	in CTS	in global routing
setup endpoints to repair	0	2
setup buffers	0	1
gates resized	0	3
==> worst max-delay path, stage by stage, from the launching register on <==
cell	delay [ns]
dfrtp_1	0.44
or2_2	0.30
or3_1	0.31
clkdlybuf4s50_1	0.42
==> routing by layer <==
metal	up-vias	GRT usage, %
li1	250	-
met1	219	4.225
met2	17	4.714
met3	2	1.411
met4	0	0.7833
met5	-	0
Power is estimated from default activity; no workload was simulated.
