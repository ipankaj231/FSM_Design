$ cat run.sh
#!/bin/bash
# OpenROAD 26Q1-2900-gdf79404cd8, Yosys 0.63+post, stock flow scripts
make -C /OpenROAD-flow-scripts/flow DESIGN_CONFIG=/design/flow/config.mk WORK_HOME=/design/flow/orfs finish
$ cat config.mk
export PLATFORM = sky130hd
export DESIGN_NAME = pattern_detection_FSM
export DESIGN_NICKNAME = pattern_detection_FSM
export VERILOG_FILES = /design/flow/design.v
export SDC_FILE = /design/flow/constraint.sdc
export NUM_CORES = 4
export LEC_CHECK = 1
export CORE_AREA = 10 10 70 70
export DIE_AREA = 0 0 80 80
$ cat constraint.sdc
current_design pattern_detection_FSM

set clk_period 1.0
set clk_io_pct 0.2

create_clock -name clk0 -period $clk_period [get_ports {clk}]

set non_clock_inputs [all_inputs -no_clocks]
set_input_delay [expr $clk_period * $clk_io_pct] -clock clk0 $non_clock_inputs
set_output_delay [expr $clk_period * $clk_io_pct] -clock clk0 [all_outputs]
$ cat design.v
`timescale 1ns / 1ps
module pattern_detection_FSM(
       input clk,reset,
       input x,
       output reg out
);
    reg [4:0] state, next_state;
    parameter A=0, B=1, C=2, D=3, E=4;
    always@(*)begin
        case(state)
           A: next_state = (x == 1'b1) ? B: A;
           B: next_state = (x==1'b0) ? C: B;
           C: next_state = (x==1'b1)? D:A;
           D: next_state = (x==1'b0) ? E: B;
           E: next_state = (x==1'b1)? D: A;
           default: next_state = A;
          endcase
    end
    always@(posedge clk)begin
       if(reset)
          state<= A;
        else
           state<= next_state;
    end 
    always@(*)begin
      case(state)
        A: out <= 0;
        B: out <= 0;
        C: out <= 0;
        D: out <= 0;
        E: out <= 1;
        default: out <= 0;
      endcase 
    end
endmodule
==> out/qor.rpt <==
=====================================================================================
DRT Wirelength                                                                 357 um
Biggest registers after layout                                               state x5
Leakage power of the design                                              0.0000946 uW
Fraction of final layout cells sized beyond drive strength 1                    31.8%
Yosys-reported design area after synthesis                                   160 um^2
Data arrival at the endpoint of the critical path                             0.72 ns
Mapped cell area                                                             160 um^2
Number of sinks driven by the clock tree                                            5
GR Util All Layers                                                              1.53%
Number of cells on the critical path                                                1
Total power density per cell area                                        1680 mW/mm^2
Wire length of the first global-routing pass                                   655 um
Antenna violations before repair                                                    0
Startpoint type of the worst setup path                                      register
Gate count of the mapped netlist                                                   14
Worst endpoint required time                                                  0.80 ns
Number of optimization iterations in the first detailed-route pass                  2
Die W                                                                           80 um
Final ANT Viol Nets                                                                 0
Class of the most critical hold timing path                              register to register
Final core utilization                                                          8.35%
Number of setup buffers added after CTS                                             0
Final tally of hold violations                                                      0
Max reg flops                                                                       5
Ports                                                                               4
Initial Util                                                                    4.69%
Pre-CTS setup slack                                                        -0.0970 ns
Sw Share                                                                        21.1%
Post-synthesis cell count from yosys                                               14
Switch Pwr                                                                     101 uW
Per-instance average area after synthesis                                   11.4 um^2
Layout Area Growth over Synthesis                                               78.1%
Unrepaired setup endpoints after global routing                                    no
Clock buffer depth                                                                  2
Number of register bits inferred by synthesis                                       5
Pin count of the biggest net entering global routing                                4
Number of fillers in the final layout                                             404
Chip Footprint                                                           0.00640 mm^2
Maximum achievable frequency                                                 1080 MHz
Most flop-heavy register                                                        state
Total core area                                                          0.00342 mm^2
H-tree depth                                                                        1
Share of the yosys chip area belonging to registers                             62.5%
Detailed Place HPWL                                                            258 um
CP max stage cell                                                        sky130_fd_sc_hd__dfxtp_2
Placer congestion estimate                                                      0.678
Clock latency at the later pin of the worst-skew pair                         0.24 ns
Peak supply drop                                                           0.000315 V
Final Instance Area                                                          285 um^2
CTS root buf                                                             sky130_fd_sc_hd__clkbuf_4
Number of rows in the core area                                                    21
Gr ovfl total                                                                       0
Worst hold stages                                                                   1
Worst path setup slack after routing                                        0.0760 ns
Outcome                                                                  complete, no violations
Ordered cell list for the critical path                                  clkdlybuf4s15_1
Number of max-slew violations in the final report                                   0
Largest delay contributor family on the critical path                      flip-flops
Number of buffer cells added on primary ports                                       3
Inserted Clock Buffers                                                              3
Register-to-Register Path Depth                                                     2
Post-route fraction of the period consumed by the critical path                 92.4%
Sequential fraction of design power                                             44.1%
Internal Power                                                                 379 uW
Skew final                                                                0.000445 ns
Max-cap violations                                                                  0
Yosys cell types                                                                    6
Most instantiated logic cells after routing                              sky130_fd_sc_hd__nor2_1 (4), sky130_fd_sc_hd__dfxtp_1 (4), sky130_fd_sc_hd__clkbuf_4 (3), sky130_fd_sc_hd__nor3b_1 (2), sky130_fd_sc_hd__clkdlybuf4s50_1 (2)
Vertical extent of the die                                                      80 um
Type of the worst setup path                                             register to output port
TritonCTS clock tree                                                            built
Total vias in the final route                                                     124
Number of setup violations in the final report                                      0
DR DRC count                                                                        0
Kind of end point of the critical path                                    output port
CP peak stage delay                                                           0.32 ns
Number of vias per cell                                                          1.80
Share of total power in the clock network                                       49.3%
Min cycle time layout                                                        0.924 ns
Highest fanout seen on the critical path                                            2
Worst rel slew slack                                                            85.7%
Routed wirelength normalized by instance count                                5.17 um
Area post-placement                                                          255 um^2
Violation count after the first detailed-routing iteration                         13
Part of the total power dissipated in combinational logic                        6.6%
Transition at the pin with the smallest max-transition slack                 0.214 ns
Clock-pin slew of the registers on the worst-case setup and hold paths        0.04 ns
Buffers & Inverters on Critical Path                                                1
Total of warnings raised by yosys                                                   1
Tool warnings                                                                      25
Number of global-route vias before repair                                         144
=====================================================================================
## through the flow
step	hold WS (ns)	instances	power, uW	TNS, ns
2_1_floorplan	0.275	14	229	0
3_3_place_gp	0.446	64	244	-0.117
3_5_place_dp	0.461	64	247	-0.233
4_1_cts	0.462	68	490	0
5_1_grt	0.485	68	513	0
6_report	0.464	69	480	0
## final cells by class
| class | count | area, um^2 | share of cell area, % |
|---|---|---|---|
| multi-input cells | 9 | 60.1 | 21.1 |
| well taps | 46 | 57.6 | 20.2 |
| diodes | 1 | 2.50 | 0.877 |
| flip-flops and latches | 5 | 101 | 35.5 |
| clock buffers | 4 | 26.3 | 9.21 |
| repair buffers | 4 | 37.5 | 13.2 |
## routing by layer
metal  track usage [%]  part of all wire [%]  up-vias
met5                 0                     0        -
met4             0.352                     0        0
met3              2.84                    27        0
met2              1.61                    31        6
met1              1.26                    41       55
li1                  -                     -       63
## cells by family (layout without fill, tap and decap cells)
logic type	Yosys count	in the layout	synth area share [%]
compound gates	1	1	7.03
buf+inv	0	8	0
flops	5	5	62.5
other cells	0	1	0
simple gates	8	8	30.5
## worst paths after layout
kind | start | endpoint | slack (ns)
hold / removal | state[4]$_DFF_P_ | state[1]$_DFF_P_ | 0.46
hold reg to reg | state[4]$_DFF_P_ | state[1]$_DFF_P_ | 0.46
setup / recovery | state[1]$_DFF_P_ | out | 0.08
setup reg to reg | state[1]$_DFF_P_ | state[0]$_DFF_P_ | 0.32
## what timing repair did
action,CTS,global route
resized,2,1
endpoints found under the hold margin,0,0
cloned,0,0
hold buffers,0,0
setup endpoints to repair,1,1
## power groups by stage
| stage | Sequential [uW] | Clock (uW) | Combinational [uW] |
|---|---|---|---|
| 5_1_grt | 213 | 264 | 35.8 |
| 4_1_cts | 212 | 246 | 31.9 |
| 6_report | 212 | 237 | 31.5 |
## synth_stat cells (all sizes together)
cell type	number	share of area, %
dfxtp	5	63
nor2	4	9.4
a21boi	1	7.0
nor3	1	3.1
nor3b	2	9.4
nand2b	1	8.6
Power and IR drop assume default switching activity.
