## /design/flow/design.v

```verilog
`timescale 1ns / 1ps
module vending_machine(
       input clk, rst,
       input [1:0] in,     
       output reg out, 
       output reg[1:0] change
);
       reg[1:0] current_state, next_state;
       parameter s0 = 2'b00;
       parameter s1 = 2'b01;
       parameter s2 = 2'b10;
       always@(posedge clk)
        begin
         if(rst == 1)
          begin
           current_state = 0;
           next_state = 0;
           change =0;
          end
         else
          current_state = next_state;
         case(current_state)
          s0:
          if(in == 2'b00)
           begin
            next_state = s0;
            out =0;
            change = 2'b00;
           end
          else if(in == 2'b01)
             begin
              next_state = s1;
              out = 0;
              change = 2'b00;
             end
          else if(in == 2'b10)
             begin
              next_state = s2;
              out =0;
              change = 2'b00;
             end
          s1:
          if(in == 2'b00)
           begin
            next_state = s0;
            out =0;
            change = 2'b01;
           end
          else if(in == 2'b01)
           begin
            next_state = s2;
            out =0;
            change =2'b00;
           end
          else if(in == 2'b10)
           begin
            next_state = s0;
            out =1;
            change = 2'b00;
           end
          s2:
          if(in == 2'b00)
           begin
            next_state = s0;
            out =0;
            change =2'b10;
           end
          else if(in == 2'b01)
           begin
            next_state = s0;
            out =1 ;
            change = 2'b00;
           end
          else if(in == 2'b10)
           begin
            next_state = s0;
            out =1;
            change = 2'b01;
           end
          endcase
        end
endmodule
```

## /design/flow/run.sh

```bash
#!/bin/bash
# OpenROAD 26Q1-2900-gdf79404cd8, Yosys 0.63+post, stock flow scripts
make -C /OpenROAD-flow-scripts/flow DESIGN_CONFIG=/design/flow/config.mk WORK_HOME=/design/flow/orfs finish
```

## /design/flow/config.mk

```make
export PLATFORM = sky130hd
export DESIGN_NAME = vending_machine
export DESIGN_NICKNAME = vending_machine
export VERILOG_FILES = /design/flow/design.v
export SDC_FILE = /design/flow/constraint.sdc
export NUM_CORES = 4
export LEC_CHECK = 1
export CORE_AREA = 10 10 70 70
export DIE_AREA = 0 0 80 80
```

## /design/flow/constraint.sdc

```tcl
current_design vending_machine

set clk_period 2.2
set clk_io_pct 0.2

create_clock -name clk0 -period $clk_period [get_ports {clk}]

set non_clock_inputs [all_inputs -no_clocks]
set_input_delay [expr $clk_period * $clk_io_pct] -clock clk0 $non_clock_inputs
set_output_delay [expr $clk_period * $clk_io_pct] -clock clk0 [all_outputs]
```

==> results.toml <==
# flow metrics
[yosys]
synth-seq-cells = 5
most_common_cell = "ha_1"
post_synth_inst_count = 53
synth_top_area_share_pct = 24.86
common_cells = "ha_1, inv_1, dfxtp_1, nand2_1, o21ai_1"
ys_top_cells_by_area = "ha_1, dfxtp_1, edfxtp_1"
avg_synthesized_cell_area_um2 = 8.546
ys_async_sr_fraction_pct = 0
synth_top_flop_cell = "dfxtp_1"
edf_count = 1
synthesis.yosys.warnings = 1
mappedNetlistArea_um2 = 452.9
postSynthSeqShare_pct = 24.31
yosys.cell_types.count = 23
number_of_standard_cells_reported_by_yosys = 53
post-synth-top-area-cell = "ha_1"
yosysChipArea_um2 = 452.9

[hold_path]
worstHoldPathType = "reg2reg"

[global_routing]
track_usage_pct = 3.135
number_of_global_route_vias_before_repair = 371
antenna_violations_before_repair = 0
final_global_route_overflow_total = 0
grt_max_degree = 7
first_pass_grt_wire_length_um = 1628

[clock_tree]
clockRootBuffer = "clkbuf_4"
tritoncts = "built"
cts.htree.levels = 1
tritoncts.num_buffers = 3
clock_insertion_delay_worst_skew_ps = 240
cts.hold.buffers_added = 0
cts.sinks = 5
total_of_cells_resized_after_clock_tree_synthesis = 0
ctsLongestPathBuffers = 2
post-cts-setup-buffers = 0
worst_setup_hold_path_clk_slew_ps = 40

[sta]
fin_crit_sh_pct = 81.49
report.final.slew_viol_count = 0
fin_setup_tns_ps = 0
setup_viol = 0
slew_headroom_pct = 77.16
slew_at_the_pin_closest_to_its_max_slew_limit_ps = 339.8
post-route-min-period_ps = 1793
grt_setup_unrepaired = "false"
finalHoldViolCount = 0
maxClockFrequency_mhz = 557.8
skew_ps = 4.009

[worst_setup_path]
worst_path_arrival_ps = 1980
critical_path_peak_fanout = 6
slowest_delay_ps = 590
endpoint_kind = "flip-flop"
setup.worst_path.start_class = "primary input"
cp_data_required_time_ps = 2380
timing.critical_path.slowest_stage_cell = "clkdlybuf4s50_1"
crit_chain = "clkdlybuf4s50_1 -> inv_1 -> ha_1 -> nor4_2 -> nand2_1 -> nand3_1"
timing_worst_setup_path_type = "in2reg"

[power_and_ir_drop]
power.density_mw_per_mm2 = 528.3
net-switching-power_mw = 0.09633
power.share.switching_pct = 30.17
power.internal_mw = 0.2230
clkPwrFrac_pct = 33.3
fin_total_pwr_mw = 0.3193
seq_power_share_pct = 35.4
p_leak_nw = 0.2598
combPwrFrac_pct = 31.3
vdd.ir_drop.worst_uv = 143.8

[drt]
via_per_inst = 3.600
post-route-drc-count = 0
detailedRoute.firstPassIterationCount = 4
drt_first_iter_violations = 47
totalWireLength_um = 956
route.antenna.diode_count = 0
avgRoutedWirePerCell_um = 8.691
post_route_antenna_net_violation_count = 0
vias = 396

[floorplan]
core_area_mm2 = 0.003416
io_pins = 7
initial_utilization_pct = 13.26
core.rowCount = 21
die_width_um = 80
chip_area_mm2 = 0.006400
die_height_um = 80

[finish]
drive_gt1_share_pct = 12.50
filler_cells_inserted = 387
syn2layout_area_growth_pct = 33.43
postLayoutCoreUtil_pct = 17.69

[place]
dp.final_hpwl_um = 789
io_buffer_count = 6
gp_congestion = 0.8327

[run]
drv_cap = 0
count_of_tool_warnings = 32

[run_status]
run_status = "complete, no violations"
[placed cells by master, fill, tap and decap left out, types with 3 or more instances in the layout]
cell type        netlist  layout
a21oi_1                3       3
clkbuf_4               0       3
clkdlybuf4s50_1        0       6
dfxtp_1                4       4
ha_1                   9       9
inv_1                  5       5
nand2_1                4       4
nand3b_1               3       3
nor2_1                 3       3
o21ai_1                4       4
[state kept, by name, indices dropped and copies added (netlist names)]
| name | cells |
|---|---|
| change | 2 |
| next_state | 2 |
| out | 1 |
[area by class of cell]
class                           instances  area [um2]  area share (%)
Tap cell                               46       57.56           9.524
Inverter                                5       18.77           3.106
Timing Repair Buffer                    7       67.56           11.18
Multi-Input combinational cell         43       324.1           53.62
Clock buffer                            4       26.28           4.348
Sequential cell                         5       110.1           18.22
[cell families (layout without fill, tap and decap cells)]
logic type / Yosys count / count (layout) / share of synthesized area [%]
DFF: 5 / 5 / 24.31
AOI/OAI and AO/OA: 13 / 13 / 17.40
and+or+nand+nor: 21 / 21 / 29.28
adders and majority gates: 9 / 9 / 24.86
buffers and inverters: 5 / 16 / 4.144
[final timing paths]
check,cells after the start,endpoint,slack [ps],startpoint
worst min-delay path,2,next_state[2],480,next_state[2]
worst max-delay path,6,next_state[1],410,in[1]
worst min register to register,2,next_state[2],480,next_state[2]
worst max register to register,7,next_state[1],810,next_state[2]
[per-stage QoR]
stage	instance area (um2)	cells	hold slack, ps	setup slack (ps)
after floorplan	452.9	53	435.9	791.1
after global placement	578.1	106	482.1	209.9
after detailed placement	578.1	106	481.7	201.8
after CTS	604.3	110	488.3	454.0
after global routing	604.3	110	517.6	304.9
final	604.3	110	482.7	407.1
[power groups by stage]
stage	Sequential (mW)	Clock, mW	Combinational (mW)
6_report	0.113	0.106	0.0999
5_1_grt	0.114	0.116	0.112
4_1_cts	0.113	0.109	0.0989
[critical path: cells and delay by family]
family                   cells  cell delay [ps]
AND/OR/NAND/NOR              3              510
adder cells (fa/ha/maj)      1              300
buffers and inverters        2              720
[metal layers]
metal	vias up	share of wire, %	global-route usage, %
met4	0	2.0	0.5282
met3	2	7.2	1.818
met2	11	44	4.575
met1	178	46	3.954
met5	-	0	0
li1	205	-	-
